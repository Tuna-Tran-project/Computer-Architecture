[run.sh]
#!/bin/bash
# OpenROAD 26Q1-2900-gdf79404cd8, Yosys 0.63+post, stock flow scripts
make -C /OpenROAD-flow-scripts/flow DESIGN_CONFIG=/design/flow/config.mk WORK_HOME=/design/flow/orfs finish
[config.mk]
export PLATFORM = sky130hd
export DESIGN_NAME = output_buffer
export DESIGN_NICKNAME = output_buffer
export VERILOG_FILES = /design/flow/design.v
export SDC_FILE = /design/flow/constraint.sdc
export NUM_CORES = 4
export LEC_CHECK = 1
export CORE_UTILIZATION = 40
[constraint.sdc]
current_design output_buffer

set clk_period 1.5
set clk_io_pct 0.2

create_clock -name clk0 -period $clk_period [get_ports {i_clk}]

set non_clock_inputs [all_inputs -no_clocks]
set_input_delay [expr $clk_period * $clk_io_pct] -clock clk0 $non_clock_inputs
set_output_delay [expr $clk_period * $clk_io_pct] -clock clk0 [all_outputs]
[design.v]
module output_buffer(
	input logic        i_clk,
	input logic        i_reset,
	input logic [31:0] i_st_data,
	input logic [31:0] i_io_addr,
	input logic [2:0]  i_funct3,
	input 		   f_io_wren,
	output logic [31:0] b_io_ledr,
	output logic [31:0] b_io_ledg,
	output logic [31:0] b_io_hexl,
	output logic [31:0] b_io_hexh,
	output logic [31:0] b_io_lcd
);
	logic [31:0] write_mask;
	logic [31:0] write_data;
	logic [1:0]  addr_offset;
	always @(*) begin
		case (i_funct3)
			3'b000: begin  
				case (addr_offset)
					2'b00: begin
						write_mask = 32'h0000_00FF;
						write_data = {24'h000000, i_st_data[7:0]};
					end
					2'b01: begin
						write_mask = 32'h0000_FF00;
						write_data = {16'h0000, i_st_data[7:0], 8'h00};
					end
					2'b10: begin
						write_mask = 32'h00FF_0000;
						write_data = {8'h00, i_st_data[7:0], 16'h0000};
					end
					2'b11: begin
						write_mask = 32'hFF00_0000;
						write_data = {i_st_data[7:0], 24'h000000};
					end
				endcase
			end
			3'b001: begin  
				if (addr_offset[1] == 1'b0) begin
					write_mask = 32'h0000_FFFF;
					write_data = {16'h0000, i_st_data[15:0]};
				end else begin
					write_mask = 32'hFFFF_0000;
					write_data = {i_st_data[15:0], 16'h0000};
				end
			end
			3'b010: begin  
				write_mask = 32'hFFFF_FFFF;
				write_data = i_st_data;
			end
			default: begin
				write_mask   = 32'h0000_0000;
				write_data   = 32'h0000_0000;
				addr_offset  = i_io_addr[1:0];
			end
		endcase
	end
	logic [31:0] next_b_io_ledr, next_b_io_ledg, next_b_io_hexl, next_b_io_hexh, next_b_io_lcd;
	always_comb begin
		next_b_io_ledr = b_io_ledr;
		next_b_io_ledg = b_io_ledg;
		next_b_io_hexl = b_io_hexl;
		next_b_io_hexh = b_io_hexh;
		next_b_io_lcd  = b_io_lcd;
		if (f_io_wren == 1'b1) begin
			case (i_io_addr[31:12])
				32'h1000_0: if (write_mask != 32'h0000_0000) next_b_io_ledr = (b_io_ledr & ~write_mask) | (write_data & write_mask);  
				32'h1000_1: if (write_mask != 32'h0000_0000) next_b_io_ledg = (b_io_ledg & ~write_mask) | (write_data & write_mask);  
				32'h1000_2: if (write_mask != 32'h0000_0000) next_b_io_hexl = (b_io_hexl & ~write_mask) | (write_data & write_mask);  
				32'h1000_3: if (write_mask != 32'h0000_0000) next_b_io_hexh = (b_io_hexh & ~write_mask) | (write_data & write_mask);  
				32'h1000_4: if (write_mask != 32'h0000_0000) next_b_io_lcd  = (b_io_lcd  & ~write_mask) | (write_data & write_mask);  
				default: ;  
			endcase
		end
	end
	always_ff @(posedge i_clk or negedge i_reset) begin
		if (~i_reset) begin
			b_io_ledr <= 32'b0;
			b_io_ledg <= 32'b0;
			b_io_hexl <= 32'b0;
			b_io_hexh <= 32'b0;
			b_io_lcd  <= 32'b0;
		end else begin
			b_io_ledr <= next_b_io_ledr;
			b_io_ledg <= next_b_io_ledg;
			b_io_hexl <= next_b_io_hexl;
			b_io_hexh <= next_b_io_hexh;
			b_io_lcd  <= next_b_io_lcd;
		end
	end
endmodule
==> flow_summary.yaml <==
# yosys + openroad results
routing:
  wl_per_cell_um: 19.3
  vias: 4982
  first_iter_violations: 187
  dr.pass1.iters: 4
  viasPerCell: 4.97
  drc_errors: 0
  drt_wl_total_mm: 19.4
  ant_nets: 0
final_timing:
  fin_worst_skew_ps: 0
  tightestPinTransition_ps: 688
  slew_viol_final: 0
  finalCritPeriodShare_pct: 158
  fin_setup_tns_ps: -118100
  slew_headroom_pct: 54.0
  fmax_mhz: 423
  rsz0062_at_grt: "true"
  setup_viol: 160
  fin_ws_ps: -864
  finalHoldViolations: 0
  untimed_endpoints: 2
  unclocked_pins: 2
  min_period_ps: 2360
logic_synthesis:
  ys_cells: 437
  async_reset_ff_share_pct: 98.8
  area_leaders: "dfrtp_1 (60%), mux2_2 (22%), mux2_4 (3.6%)"
  ys_types: 37
  ys.flop_type: "dfrtp_1"
  yosys_warnings: 1
  ys_top_cells_by_count: "dfrtp_1 (160), mux2_2 (133), nand2_1 (25)"
  edf_count: 0
  syn_area_sq_um: 6670
  top_cell: "dfrtp_1"
  ys_area_sq_um: 6670
  syn_inst: 437
  ys_ff: 162
  top_area_share_pct: 60.0
  synth_top_cell_by_area: "dfrtp_1"
  syn_avg_cell_area_sq_um: 15.3
cts:
  numCtsBuffers: 17
  cts_tree: "done"
  clk_latency_ps: 410
  cts-root-buf: "clkbuf_16"
  clk_path_buf_depth: 2
  clkTransAtPathRegs_ps: 60
  h-tree-depth: 4
placement:
  hpwl_mm: 13.7
  place_inst: 922
  pre_cts_slack_ps: -1590
  io_buffers: 219
  gp_congestion: 0.847
setup_path:
  crit_type: "input pin to register"
  crit_chain: "buf_6 > or4b_4 > or4_4 > or4b_4 > nor2_8 > mux2_4"
  worstSetupEndpointType: "register"
  crit_fanout: 8
  arrival_ps: 2660
  slowest_delay_ps: 600
  cp-start-kind: "input pin"
  cpMaxStageDelayCell: "or4b_4"
  cp_common_cell: "or4b_4"
  ff2ff_setup_slack_ps: 600
  cp.required_ps: 1790
flow_run:
  warnings: 39
  drv_cap: 0
floorplan:
  core_area_sq_um: 16100
  dieArea_sq_um: 17200
  fp-utilization_pct: 41.5
  fp.dieH_um: 131
  die_x_um: 131
  ios: 230
  rows: 46
hold_path:
  worstHoldPathType: "input pin to async pin"
grt:
  grt_pass1_wl_mm: 30.6
  grt_pass1_vias: 5316
  antenna_found_initial: 3
  grt_usage_pct: 24.4
  grt_start_max_net_pins: 58
  overflow: 0
cells_and_area:
  fillers: 1193
  logic_area_sq_um: 2990
  final_cells: 1002
  layout-drive-gt1-share_pct: 43.3
  area_growth_pct: 63.5
  regArea_sq_um: 4030
power:
  power_density_nw_per_um2: 848
  leakage_nw: 6.08
  ir_worst_vdd_mv: 0.857
  power.total_mw: 9.25
status:
  outcome: "finished, violations left"
  violations: "setup timing"
[cells by family after synthesis]
group / Yosys count / synth area share, %
multiplexers: 160 / 27.9
flip-flops: 160 / 60.0
AND/OR/NAND/NOR: 72 / 7.09
AND-OR/OR-AND: 31 / 3.71
buffers and inverters: 12 / 0.788
latches: 2 / 0.450
[layout by cell type, fill, tap and decap left out, types with 3 or more instances in the layout]
cell type / Yosys / routed
or4b_4: 3 / 4
buf_4: 0 / 81
or4_4: 1 / 3
nor2b_1: 3 / 3
nor2_8: 4 / 4
buf_2: 0 / 6
clkinvlp_4: 0 / 3
bufinv_16: 0 / 3
clkdlybuf4s15_1: 0 / 4
clkbuf_2: 0 / 3
nand2_8: 0 / 3
buf_12: 0 / 17
nor3_4: 0 / 3
dfrtp_1: 160 / 160
dlygate4sd2_1: 0 / 165
buf_6: 1 / 9
clkdlybuf4s50_1: 0 / 39
a22oi_1: 7 / 7
nand2_1: 25 / 20
nor2_2: 2 / 3
inv_6: 0 / 4
nor2_1: 10 / 7
clkbuf_16: 0 / 17
mux2_4: 16 / 78
a22o_1: 16 / 16
mux2_2: 133 / 82
diode_2: 0 / 3
[layer usage]
layer | global-route usage, % | share of wire, % | up-vias
li1 | - | - | 2272
met1 | 37.8 | 45 | 2531
met2 | 36.6 | 47 | 162
met3 | 6.53 | 6.9 | 17
met4 | 4.18 | 1.8 | 0
met5 | 0 | 0 | -
[worst paths after layout]
kind | from | to | cells past startpoint
hold / removal | i_reset | async pin | 3
min in group clk0 | register | register | 1
setup / recovery | i_io_addr[29] | register | 6
setup reg to reg | register | register | 2
hold reg to reg | register | register | 1
max in group asynchronous | i_reset | async pin | 3
[critical path: cells and delay by family]
family / cells / cell delay, ps
AND/OR/NAND/NOR: 4 / 1940
multiplexers: 1 / 330
buffers and inverters: 1 / 90
[area by class of cell]
class,instances,area share (%)
Tap cell,216,2.48
Clock inverter,11,1.40
Timing Repair Buffer,325,27.3
Inverter,2,0.0689
Multi-Input combinational cell,263,27.4
Antenna cell,3,0.0689
Sequential cell,162,37.0
Clock buffer,20,4.19
[report_power, final]
| part | total (mW) | switching, mW | internal (mW) |
|---|---|---|---|
| clock network | 4.42 | 1.70 | 2.72 |
| registers | 4.32 | 0.00180 | 4.32 |
| logic | 0.507 | 0.273 | 0.234 |
| total | 9.25 | 1.98 | 7.27 |
[per-stage QoR]
| step | util, % | hold slack, ps | instance area, sq um |
|---|---|---|---|
| after global routing | 67.9 | 442 | 10900 |
| after global placement | 61.5 | 212 | 9880 |
| after detailed placement | 61.5 | 212 | 9880 |
| final | 67.9 | 435 | 10900 |
| after CTS | 67.3 | 425 | 10800 |
| after floorplan | - | 4.41 | 6840 |
[repair_timing]
| item | in CTS | in global routing |
|---|---|---|
| buffers inserted | 42 | 2 |
| gates resized | 245 | 26 |
| cloned | 0 | 0 |
| endpoints found under the setup margin | 320 | 160 |
| hold endpoints to repair | 31 | 0 |
| hold buffers | 2 | 0 |
| pin swaps | 15 | 12 |
Power and IR drop assume default switching activity.
