<file path="flow/run.sh">
#!/bin/bash
# OpenROAD 26Q1-2900-gdf79404cd8, Yosys 0.63+post, stock flow scripts
make -C /OpenROAD-flow-scripts/flow DESIGN_CONFIG=/design/flow/config.mk WORK_HOME=/design/flow/orfs finish
</file>
<file path="flow/constraint.sdc">
current_design alu

set clk_period 22.7
set clk_io_pct 0.2

create_clock -name clk0 -period $clk_period

set non_clock_inputs [all_inputs -no_clocks]
set_input_delay [expr $clk_period * $clk_io_pct] -clock clk0 $non_clock_inputs
set_output_delay [expr $clk_period * $clk_io_pct] -clock clk0 [all_outputs]
</file>
<file path="flow/config.mk">
export PLATFORM = sky130hd
export DESIGN_NAME = alu
export DESIGN_NICKNAME = alu
export VERILOG_FILES = /design/flow/design.v
export SDC_FILE = /design/flow/constraint.sdc
export NUM_CORES = 4
export LEC_CHECK = 1
export CORE_UTILIZATION = 40
</file>
<file path="flow/design.v">
module FA_1bit(
	input a, b,cin,
	output sum,cout
);
assign sum = a ^ b ^ cin;
assign cout = (a & b) | cin & (a ^ b);
endmodule 
module FA_4bit(
	input [3:0] a, b,
	input cin,
	output [3:0] sum,
	output cout
);
logic [2:0] carry;
 FA_1bit fa0 (.a(a[0]), .b(b[0]), .cin(cin),      .sum(sum[0]), .cout(carry[0]));
 FA_1bit fa1 (.a(a[1]), .b(b[1]), .cin(carry[0]), .sum(sum[1]), .cout(carry[1]));
 FA_1bit fa2 (.a(a[2]), .b(b[2]), .cin(carry[1]), .sum(sum[2]), .cout(carry[2]));
 FA_1bit fa3 (.a(a[3]), .b(b[3]), .cin(carry[2]), .sum(sum[3]), .cout(cout));
endmodule
module FA_32bit(
	input [31:0] a, b,
	input cin,
	output [31:0] sum,
	output cout
);
	logic [6:0] carry;
 FA_4bit fa0 (.a(a[3:0]),   .b(b[3:0]),   .cin(cin),      .sum(sum[3:0]),   .cout(carry[0]));
 FA_4bit fa1 (.a(a[7:4]),   .b(b[7:4]),   .cin(carry[0]), .sum(sum[7:4]),   .cout(carry[1]));
 FA_4bit fa2 (.a(a[11:8]),  .b(b[11:8]),  .cin(carry[1]), .sum(sum[11:8]),  .cout(carry[2]));
 FA_4bit fa3 (.a(a[15:12]), .b(b[15:12]), .cin(carry[2]), .sum(sum[15:12]), .cout(carry[3]));
 FA_4bit fa4 (.a(a[19:16]), .b(b[19:16]), .cin(carry[3]), .sum(sum[19:16]), .cout(carry[4]));
 FA_4bit fa5 (.a(a[23:20]), .b(b[23:20]), .cin(carry[4]), .sum(sum[23:20]), .cout(carry[5]));
 FA_4bit fa6 (.a(a[27:24]), .b(b[27:24]), .cin(carry[5]), .sum(sum[27:24]), .cout(carry[6]));
 FA_4bit fa7 (.a(a[31:28]), .b(b[31:28]), .cin(carry[6]), .sum(sum[31:28]), .cout(cout));
endmodule
module alu(
    input  logic [31:0] i_operand_a, i_operand_b,
    input  logic [3:0] i_alu_op,
    output logic [31:0] o_alu_data
);
	localparam ADD  = 4'd0;
	localparam SUB  = 4'd1;
	localparam SLL  = 4'd2;
	localparam SLT  = 4'd3;
	localparam SLTU = 4'd4;
	localparam XOR  = 4'd5;
	localparam SRL  = 4'd6;
	localparam SRA  = 4'd7;
	localparam OR   = 4'd8;
	localparam AND  = 4'd9;
    logic [31:0] add_result, sub_result;
    logic        slt_result, sltu_result;
    logic [31:0] and_result, or_result, xor_result;
    logic [31:0] sll_result, srl_result, sra_result;
    logic [31:0] slt_sum;
    logic        slt_cout, sltu_cout;
    FA_32bit add_fa(.a(i_operand_a), .b(i_operand_b), .cin(1'b0), .sum(add_result), .cout());
    FA_32bit sub_fa(.a(i_operand_a), .b(~i_operand_b), .cin(1'b1), .sum(sub_result), .cout());
    FA_32bit slt_fa(.a(i_operand_a), .b(~i_operand_b), .cin(1'b1), .sum(slt_sum), .cout(slt_cout));
    assign slt_result = slt_sum[31];  
    FA_32bit sltu_fa(.a(i_operand_a), .b(~i_operand_b), .cin(1'b1), .sum(), .cout(sltu_cout));
    assign sltu_result = ~sltu_cout;  
    assign and_result = i_operand_a & i_operand_b;
    assign or_result = i_operand_a | i_operand_b;
    assign xor_result = i_operand_a ^ i_operand_b;
    SLL sll_inst(.tmp(i_operand_b[4:0]), .A(i_operand_a), .Sll_out(sll_result));
    SRL srl_inst(.tmp(i_operand_b[4:0]), .A(i_operand_a), .Srl_out(srl_result));
    SRA sra_inst(.tmp(i_operand_b[4:0]), .A(i_operand_a), .Sra_out(sra_result));
always_comb begin
    case(i_alu_op)
        ADD:  o_alu_data = add_result;
        SUB:  o_alu_data = sub_result;
        SLT:  o_alu_data = {31'b0, slt_result};
        SLTU: o_alu_data = {31'b0, sltu_result};
        XOR:  o_alu_data = xor_result;
        OR:   o_alu_data = or_result;
        AND:  o_alu_data = and_result;
        SLL:  o_alu_data = sll_result;
        SRL:  o_alu_data = srl_result;
        SRA:  o_alu_data = sra_result;
        default: o_alu_data = 32'b0;
    endcase
end
endmodule
module SLL(
    input [4:0] tmp,
    input [31:0] A,
    output [31:0] Sll_out
);
    logic [31:0] temp_0, temp_1, temp_2, temp_3, temp_4;
    assign temp_0 = (tmp[0] == 1'b1) ? {A[30:0], 1'b0} : A;
    assign temp_1 = (tmp[1] == 1'b1) ? {temp_0[29:0], 2'b0} : temp_0;
    assign temp_2 = (tmp[2] == 1'b1) ? {temp_1[27:0], 4'b0} : temp_1;
    assign temp_3 = (tmp[3] == 1'b1) ? {temp_2[23:0], 8'b0} : temp_2;
    assign temp_4 = (tmp[4] == 1'b1) ? {temp_3[15:0], 16'b0} : temp_3;
    assign Sll_out = temp_4;
endmodule
module SRL(
    input [4:0] tmp,
    input [31:0] A,
    output [31:0] Srl_out
);
    logic [31:0] temp_0, temp_1, temp_2, temp_3, temp_4;
    assign temp_0 = (tmp[0] == 1'b1) ? {1'b0, A[31:1]} : A;
    assign temp_1 = (tmp[1] == 1'b1) ? {2'b0, temp_0[31:2]} : temp_0;
    assign temp_2 = (tmp[2] == 1'b1) ? {4'b0, temp_1[31:4]} : temp_1;
    assign temp_3 = (tmp[3] == 1'b1) ? {8'b0, temp_2[31:8]} : temp_2;
    assign temp_4 = (tmp[4] == 1'b1) ? {16'b0, temp_3[31:16]} : temp_3;
    assign Srl_out = temp_4;
endmodule
module SRA(
    input [4:0] tmp,
    input [31:0] A,
    output [31:0] Sra_out
);
    logic [31:0] temp_0, temp_1, temp_2, temp_3, temp_4;
    assign temp_0 = (tmp[0] == 1'b1) ? {A[31], A[31:1]} : A;
    assign temp_1 = (tmp[1] == 1'b1) ? {{2{A[31]}}, temp_0[31:2]} : temp_0;
    assign temp_2 = (tmp[2] == 1'b1) ? {{4{A[31]}}, temp_1[31:4]} : temp_1;
    assign temp_3 = (tmp[3] == 1'b1) ? {{8{A[31]}}, temp_2[31:8]} : temp_2;
    assign temp_4 = (tmp[4] == 1'b1) ? {{16{A[31]}}, temp_3[31:16]} : temp_3;
    assign Sra_out = temp_4;
endmodule
</file>
==> metrics.yaml <==
logic_area_um2: 7200
grt_pass1_vias: 8127
comb_power_share_pct: 100.0
first_pass_iters: 5
cap_violations: 0
crit_type: "in2out"
die_y_um: 142
cp.arrival_ns: 17.74
dp_slack_ns: -0.457
avgSynthCellArea_um2: 8.66
initialDrtViolationCount: 1052
hp-class: "in2out"
layout_setup_ws_ns: 0.418
postCtsSetupBuffers: 0
hold_buffers: 0
yosys_warnings: 1
drive_gt1_share_pct: 20.2
fin_crit_ns: 22.28
synth.distinct_cells: 72
worstSetupStartpointType: "input pin"
track_usage_pct: 36.4
detail_route.antenna_diodes: 0
die_width_um: 142
crit_top_cell: "fa_2"
fillers: 1805
setup_viol: 0
hold_violations: 0
fp_util_pct: 41.3
hold_depth: 5
post_drt_wl_per_cell_um: 28.1
critPathMaxFanout: 2
gp_congestion: 1.03
viasPerCell: 6.80
grt_max_degree: 65
grt_overflow: 0
ant_nets: 0
dp_hpwl_um: 25400
p_leak_nw: 3.59
powerDensity_nw_per_um2: 22.8
rows: 50
p_sw_share_pct: 55.8
rsz0062_at_grt: "no"
pwr-share-seq_pct: 0
endpoint_kind: "primary output"
warnings: 66
clockBufferCount: 0
flop-count: 0
fmaxAchievable_mhz: 44.9
area_growth_pct: 17.2
fin_crit_sh_pct: 98.2
critPathSlowestCell: "fa_1"
worst_pin_slew_ns: 0.838
ys_chip_area_um2: 7830
p_int_mw: 0.0924
synth_seq_share_pct: 0
regArea_um2: 0
vias: 8290
p_clk_share_pct: 0
drc: 0
worstPathRequired_ns: 18.16
die-area_um2: 20100
place.port_buffers: 100
vdd_drop_max_uv: 13.1
slew_viol_final: 0
wl_um: 34300
grt_pass1_wl_um: 51800
antenna_found_initial: 0
cpPeakStageDelay_ns: 0.46
p_sw_mw: 0.117
netlist_instances: 904
fin_util_pct: 48.4
ys_cells: 904
relSlewSlack_pct: 44.0
syn_area_um2: 7830
outcome: "complete, no violations"
core_um2: 19000
ios: 100
[repair_timing]
item / in CTS / in global routing
endpoints found under the setup margin: 4 / 4
resized: 14 / 19
gates cloned: 0 / 0
hold endpoints to repair: 0 / 0
pin swaps: 3 / 5
[power by group through the flow]
| stage | clock network (mW) | registers (mW) | logic (mW) |
|---|---|---|---|
| 4_1_cts | 0 | 0 | 0.204 |
| 6_report | 0 | 0 | 0.209 |
| 5_1_grt | 0 | 0 | 0.226 |
[final timing paths]
kind / from / endpoint
worst max-delay path: i_operand_a[0] / o_alu_data[31]
worst min-delay path: i_operand_b[2] / o_alu_data[24]
[layout by cell type (no fill, tap or decap), types with 8 or more instances in the layout]
cell type        synthesis  final
o211ai_1                24     24
o21ai_0                 27     27
fa_1                    61     29
nor3_1                  27     27
a221o_1                  8      8
mux2_2                  25     25
a21oi_1                 37     36
nand3_1                 22     22
mux2i_1                 40     40
nor2_1                  61     61
a31oi_1                 12     12
buf_4                    9     51
ha_1                    66     66
inv_1                   75     75
o221ai_1                14     14
nand2_1                 75     75
o2111ai_1                9      9
a211oi_1                11     11
nand4_1                  9      9
a222oi_1                16     16
mux4_2                  66     66
fa_2                     0     32
clkdlybuf4s50_1          0     95
nand2b_1                 9      9
nor2b_1                 10     10
[routing by layer]
layer | wire (um) | vias up | track usage, %
met5 | 0 | - | 0
met2 | 15000 | 640 | 52.9
met3 | 4530 | 80 | 12.8
met4 | 1370 | 0 | 11.7
met1 | 13400 | 4017 | 52.1
li1 | - | 3553 | -
[worst max-delay path: cells and delay by family]
kind            cells  cell delay, ns
simple gates        1            0.29
compound gates      3            0.41
buf+inv             6            1.14
fa+ha+maj          32           11.22
mux                 1            0.14
[synth_stat cells, drive strengths merged (4+ instances only)]
cell / count / area share (%)
o211ai: 24 / 2.3
mux2i: 40 / 5.1
clkbuf: 53 / 2.5
nand4: 9 / 0.72
a211oi: 11 / 1.1
a32oi: 6 / 0.67
inv: 78 / 3.7
a21oi: 37 / 2.4
a311oi: 4 / 0.45
nand2: 75 / 3.6
a221oi: 5 / 0.56
a222oi: 16 / 2.0
a31oi: 12 / 0.96
nor4: 5 / 0.40
o2111ai: 9 / 1.0
mux4: 66 / 19
buf: 41 / 3.3
nand2b: 9 / 0.72
nor3: 28 / 1.9
o22ai: 6 / 0.48
fa: 61 / 16
nor2b: 10 / 0.80
ha: 66 / 11
a2bb2oi: 4 / 0.45
o21ai: 28 / 1.8
a221o: 8 / 1.0
and3: 4 / 0.32
a22oi: 7 / 0.67
nor2: 62 / 3.0
o32ai: 6 / 0.67
mux2: 25 / 3.6
o221ai: 14 / 1.6
nand3: 22 / 1.4
[stage by stage]
step	power [mW]	TNS [ns]	area [um2]	hold WS [ns]	std cells
after floorplan	0.120	0	7830	9.30	904
after global placement	0.202	-0.654	9090	10.09	1219
after detailed placement	0.202	-0.946	9090	10.08	1219
after CTS	0.204	0	9120	10.10	1219
after global routing	0.226	0	9170	10.14	1219
final	0.209	0	9170	10.10	1219
[cell families (layout without fill, tap and decap cells)]
kind of cell	count (synthesis)	count (layout)	share of synthesized area [%]
simple gates	248	248	15.3
fa+ha+maj	127	127	26.2
compound gates	224	224	21.2
buf+inv	174	229	9.65
mux	131	131	27.7
[final cells by class]
class / instances / area share, %
Timing Repair Buffer: 149 / 14.7
Multi-Input combinational cell: 730 / 78.5
Tap cell: 260 / 3.55
Inverter: 80 / 3.27
Power is estimated from default activity; no workload was simulated.
