--- ./config.mk ---
export PLATFORM = sky130hd
export DESIGN_NAME = reg_file
export DESIGN_NICKNAME = reg_file
export VERILOG_FILES = /design/flow/design.v
export SDC_FILE = /design/flow/constraint.sdc
export NUM_CORES = 4
export LEC_CHECK = 1
export CORE_UTILIZATION = 30
--- ./constraint.sdc ---
current_design reg_file

set clk_period 8.1
set clk_io_pct 0.2

create_clock -name clk0 -period $clk_period [get_ports {i_clk}]

set non_clock_inputs [all_inputs -no_clocks]
set_input_delay [expr $clk_period * $clk_io_pct] -clock clk0 $non_clock_inputs
set_output_delay [expr $clk_period * $clk_io_pct] -clock clk0 [all_outputs]
--- ./design.v ---
module reg_file(
	input i_clk, i_rst,
	input  [4:0]	i_rs1_addr,
	input  [4:0] 	i_rs2_addr,
	input  [4:0] 	i_rd_addr,	
	input 			i_rd_wren,
	input  [31:0]	i_rd_data,
	output [31:0]	o_rs1_data,
	output [31:0]	o_rs2_data
);
logic [31:0] registers [31:0]; 
assign o_rs1_data = (i_rs1_addr == 1'b0) ? 32'd0: registers[i_rs1_addr];
assign o_rs2_data = (i_rs2_addr == 1'b0) ? 32'd0: registers[i_rs2_addr];
always_ff @(posedge i_clk or negedge i_rst)
	if(!i_rst) begin
		integer i;
       for (i = 0; i < 32; i = i + 1)
         registers[i] <= 32'b0;
	end
	else if (i_rd_wren && (i_rd_addr != 5'd0)) begin
		registers[i_rd_addr] <= i_rd_data;
	end
endmodule
--- ./run.sh ---
#!/bin/bash
# OpenROAD 26Q1-2900-gdf79404cd8, Yosys 0.63+post, stock flow scripts
make -C /OpenROAD-flow-scripts/flow DESIGN_CONFIG=/design/flow/config.mk WORK_HOME=/design/flow/orfs finish
==> flow_results.org <==
#+TITLE: Implementation results

** Yosys
- Per the synthesis report, the number of distinct cell types is 72.
- The biggest area contributor in the post-synthesis netlist is sky130_fd_sc_hd__dfrtp_1.
- Avg Inst Size Synth :: ~11 µm²
- Among all cell types in the netlist, the one instantiated most often is sky130_fd_sc_hd__nand3_1.
- Share of synthesized registers carrying an async set or reset :: roughly 100%
- Number of storage elements in the synthesis netlist :: 992
- Total cell area reported by yosys after synthesis :: between 50000 and 60000 µm²
- Main synth FF type :: sky130_fd_sc_hd__dfrtp_1
- Synthesized area :: around 53000 µm²
- Yosys stat counts around 5000 cells in the synthesized netlist.
- Counting the warning lines in the Yosys log gives 2.
- Sorting the synthesized cells by area gives the leading types as sky130_fd_sc_hd__dfrtp_1, sky130_fd_sc_hd__mux2_2, sky130_fd_sc_hd__nand3_1.
- Counting flops with a built-in enable in the synthesized netlist gives 0.
- After synthesis, flip-flops and latches occupy ~47% of the total area.
- In this run the biggest area consumer among cell types represents a little under half of the synthesized area.
- Top cells by instance count after synthesis :: sky130_fd_sc_hd__nand3_1, sky130_fd_sc_hd__mux2_2, sky130_fd_sc_hd__dfrtp_1, sky130_fd_sc_hd__nand4_1, sky130_fd_sc_hd__clkbuf_1
- In the synthesized netlist, the number of instances is 4998.

** Worst setup path
- Looking at the reg2reg group, the worst path starts from registers[13][24].
- The most critical setup path has its startpoint at i_rs2_addr[2].
- Required time of the critical path :: between 6000 and 7000 ps
- Data on the critical path arrives at its endpoint at 5790 ps.
- Kind of end point of the critical path :: primary output
- Reg2Reg Setup Slack :: about 7200 ps
- The critical path ends at o_rs2_data[16].
- The endpoint identified for the worst register-to-register timing path is registers[13][24].
- Max fanout on the critical path was recorded as between 40 and 50.
- Worst setup SP type :: input port
- The worst setup path is of the input port to primary output kind.
- The worst register-to-register path has a depth of 1.

** Final layout
- Area Overhead vs Synth :: 15.1%
- Largest reg by FF count :: registers
- Fraction of final layout cells with drive strength greater than 1 :: 30.6%
- The register with the most flip-flops in the layout has just under 1000 of them.
- Largest registers ranked by flip-flop count :: registers x992

** Detailed routing
- Wire length after detailed routing :: about 270 mm
- Detailed-route iteration 0 reported a violation count of approximately 6400.
- Nets still carrying antenna violations after routing amount to 0.
- The pre-antenna-repair detailed-routing pass consisted of 9 iterations.
- Number of design rule violations left after detail routing :: 0
- Routed vias :: approximately 50000
- Number of vias per cell :: around 6.6
- Routed wire per std cell :: between 30 and 40 µm

** STA
- Across all setup checks in the final design, the least slack found is 694 ps.
- Fin. Hold Viols :: 0
- Setup repair after global routing left no endpoint under its margin.
- Max Transition Viols Final :: 0
- Post-route minimum period :: between 7000 and 8000 ps
- Endpoints with negative setup slack in the final report add up to 0.
- Fmax :: approximately 0.14 GHz
- Max-slew headroom at the worst pin :: 6.72%
- In the final run the clock tree shows a worst skew of 0 ps.
- Setup TNS :: 0 ps
- OpenROAD reports that the post-layout worst path occupies roughly nine tenths of the period.
- Looking at the max-slew report, the worst-margin pin has a slew of ~1400 ps.

** Floorplan
- Die extent in x :: about 420 µm
- The floorplan step defined a die boundary enclosing 178000 µm².
- For this design the top-level I/O count stands at 114.
- Die height :: roughly 420 µm
- Std-Cell Rows :: 153
- Starting density of the core :: between 30% and 40%
- Placeable core area :: ~170000 µm²

** Clock network
- As reported, the later end of the worst-skew pair has a clock insertion delay of ~750 ps.
- Hold repair after CTS inserted 0 buffers.
- CTS tree :: done
- Number of H-tree levels :: 3
- Post-CTS Resized :: 0
- TritonCTS created between 100 and 150 clock buffers.
- CTS placed an instance of sky130_fd_sc_hd__clkbuf_16 at the clock tree root.
- After clock tree synthesis, the setup repair step added 0 buffers.
- According to the CTS report, the clock sink count is between 900 and 1000.
- Post-CTS clock slew at the launch and capture registers of the worst setup and hold paths :: approximately 60 ps
- No sink is reached through more buffers than the 3 on the longest clock path.

** Power
- The design draws between 10 and 15 mW.
- Leakage component of the power :: 25.6 nW
- VDD IR-drop max :: between 0.15 and 0.2 mV
- Total power divided by cell area :: 239 nW/µm²

** Min path
- Note that the worst hold path type here is flop to flop.

** Global route
- Met3 Track Usage GR :: roughly 17%
- Fraction of met2 tracks used by global routing :: between 40% and 50%
- Summed over all routing layers, the global router reports a total usage of ~31%.
- The number of global-route vias before repair came to ~48000.
- Global routing finished with a remaining overflow of 0.
- The first global-routing pass estimated 377 mm of wire.
- For met1 alone, demand over resource in global routing was a little under two fifths.
- Entering global routing, the biggest net connects 123 pins.
- The initial antenna violation count was 23.
- The global routing stage identified its most utilized layer as met2.

** Flow run
- The tool flagged a number of max-cap violations equal to 0.
- The tool warning count for the run is between 50 and 60.

** Placed design
- Buffers placed on the I/O ports in this run total ~110.
- Gpl congestion :: 1.04
- STA on the placed design reports a worst setup slack of around 820 ps.
- Detail Placement HPWL :: between 150 and 200 mm

** Run status
- The flow ran to the end, and the final reports show no timing, DRC or antenna violations.
through the flow:
| step | instance area, µm² | instances | util (%) | hold WS [ps] |
|---|---|---|---|---|
| after floorplan | 53000 | 4998 | - | 485 |
| after global placement | 57000 | 7116 | 32.7 | 506 |
| after detailed placement | 57000 | 7116 | 32.7 | 513 |
| after CTS | 61000 | 7316 | 34.9 | 526 |
| after global routing | 61000 | 7319 | 34.9 | 539 |
| final | 61000 | 7333 | 34.9 | 527 |
how the worst min path moves through the flow:
stage / startpoint / end / slack [ps] / depth (start not counted)
CTS: registers[3][6] / registers[3][6] / 530 / 1
global route: registers[20][8] / registers[20][8] / 540 / 1
finish: registers[26][25] / registers[26][25] / 530 / 1
kinds of logic after synthesis:
| logic type | synth area share [%] |
|---|---|
| AND/OR/NAND/NOR | 19.8 |
| flip-flops | 46.9 |
| multiplexers | 21.5 |
| AND-OR/OR-AND | 7.11 |
| buffers and inverters | 4.73 |
layout by cell type, fill, tap and decap left out, types with 9 or more instances in the layout:
master                            Yosys  layout
sky130_fd_sc_hd__a31oi_1             53      53
sky130_fd_sc_hd__mux2i_1             14      14
sky130_fd_sc_hd__mux2_2             998     998
sky130_fd_sc_hd__dfrtp_1            992     992
sky130_fd_sc_hd__clkbuf_1           267      21
sky130_fd_sc_hd__buf_12               0      21
sky130_fd_sc_hd__nor2_4               2      17
sky130_fd_sc_hd__a2111oi_0           34      34
sky130_fd_sc_hd__clkdlybuf4s50_1      0     105
sky130_fd_sc_hd__nor2_1              36      18
sky130_fd_sc_hd__and4_1              27      27
sky130_fd_sc_hd__bufinv_16            0      15
sky130_fd_sc_hd__nand2_1             57      43
sky130_fd_sc_hd__and2_1              23      23
sky130_fd_sc_hd__nor4_1              76      75
sky130_fd_sc_hd__nand4_1            290     290
sky130_fd_sc_hd__nand2_2              0      14
sky130_fd_sc_hd__nor3_1              24      18
sky130_fd_sc_hd__clkbuf_16            0     112
sky130_fd_sc_hd__nand3b_1             9       9
sky130_fd_sc_hd__a221o_1             29      29
sky130_fd_sc_hd__a22oi_1            156     156
sky130_fd_sc_hd__a21oi_1            107     107
sky130_fd_sc_hd__and3_1             132     130
sky130_fd_sc_hd__a22o_1              39      39
sky130_fd_sc_hd__diode_2              0      17
sky130_fd_sc_hd__o21ai_0             11      11
sky130_fd_sc_hd__clkbuf_8             0      31
sky130_fd_sc_hd__a222oi_1            20      20
sky130_fd_sc_hd__nand3_1           1134    1132
sky130_fd_sc_hd__clkinvlp_4           0       9
sky130_fd_sc_hd__buf_4                5     237
per-layer routing:
layer / vias to the layer above / share of wire (%)
li1: 18800 / -
met1: 24400 / 35
met2: 4120 / 40
met3: 1355 / 16
met4: 28 / 8.9
met5: - / 0.11
report_power, final:
| part | switching (mW) | internal (mW) | total [mW] |
|---|---|---|---|
| registers | 0.912 | 5.92 | 6.83 |
| clock network | 2.20 | 3.29 | 5.48 |
| logic | 1.16 | 1.08 | 2.24 |
area by class of cell:
| cell class | instances | area [µm²] |
|---|---|---|
| Fill cell | 17100 | 114000 |
| Multi-Input combinational cell | 3428 | 26000 |
| Sequential cell | 992 | 24800 |
| Clock buffer | 164 | 3310 |
| Timing Repair Buffer | 369 | 3290 |
| Tap cell | 2325 | 2910 |
| Clock inverter | 36 | 611 |
| Antenna cell | 17 | 42.5 |
| Inverter | 2 | 7.51 |
critical path, cell delays in order:
cell and delay [ps]:
sky130_fd_sc_hd__clkdlybuf4s50_1 820, sky130_fd_sc_hd__and3b_4 1050, sky130_fd_sc_hd__buf_4 570, sky130_fd_sc_hd__nand3_1 160, sky130_fd_sc_hd__nand4_1 120, sky130_fd_sc_hd__nor4_1 80, sky130_fd_sc_hd__a31oi_1 720, sky130_fd_sc_hd__clkdlybuf4s50_1 620
Power figures rest on the tool's default switching activity, not on a simulated workload.
